==> ./design.v <==
module orMux(A, Y, sel, wen);
	parameter NUM_INPUTS = 5;
	parameter INIT = 3;
	reg [NUM_INPUTS - 1 : 0] init = INIT;
	reg [NUM_INPUTS - 1: 0] K;
	input wire [NUM_INPUTS - 1 : 0] A;
	input wire [NUM_INPUTS - 1 : 0] sel;
	input wire wen;
	output wire Y;
	always @(posedge wen) begin
		init <= wen ? sel : INIT;
	end
	genvar i;
	generate
		for (i = 0; i < NUM_INPUTS; i = i + 1) begin
			always @* begin
				K[i] = init[i] ? A[i] : 1'b0;
			end
		end
	endgenerate
	assign Y = |K;
endmodule
==> ./config.mk <==
export PLATFORM = sky130hd
export DESIGN_NAME = orMux
export DESIGN_NICKNAME = orMux
export VERILOG_FILES = /design/flow/design.v
export SDC_FILE = /design/flow/constraint.sdc
export NUM_CORES = 4
export LEC_CHECK = 1
export CORE_AREA = 10 10 70 70
export DIE_AREA = 0 0 80 80
==> ./constraint.sdc <==
current_design orMux

set clk_period 1.0
set clk_io_pct 0.2

create_clock -name clk0 -period $clk_period [get_ports {wen}]

set non_clock_inputs [all_inputs -no_clocks]
set_input_delay [expr $clk_period * $clk_io_pct] -clock clk0 $non_clock_inputs
set_output_delay [expr $clk_period * $clk_io_pct] -clock clk0 [all_outputs]
==> ./run.sh <==
#!/bin/bash
# OpenROAD 26Q1-2900-gdf79404cd8, Yosys 0.63+post, stock flow scripts
make -C /OpenROAD-flow-scripts/flow DESIGN_CONFIG=/design/flow/config.mk WORK_HOME=/design/flow/orfs finish
==> results.toml <==
# synthesis and place-and-route metrics
[outcome]
status = "complete, but fails checks"
failed_checks = "hold timing, setup timing"

[timing]
slew_headroom = 0.828
rsz0062_at_grt = "true"
fin_crit_sh = 1.32
worst_slew_pin_slew_ps = 258
layout_min_cycle_time_ps = 1320
slew_viol_final = 0
finalSetupViolations = 1
finalHoldViolations = 2
hold_slack_ps = -7.43
max_clock_freq_mhz = 757
post-route-worst-setup-slack_ps = -321

[detailed_routing]
antenna_cells = 0
viasPerCell = 2.00
wl_per_cell_microns = 7.62
routed_wl_microns = 602
drc = 0
vias = 158
drt-initial-drc-count = 5
drtAntennaViolNets = 0
first_pass_iters = 4

[placement]
gp_congestion = 0.687
hpwlAfterDp_microns = 435
port_buffers = 11

[power_and_ir_drop]
power_density_nw_per_um2 = 2560
pwr-share-comb = 0.085
clockPowerShare = 0.596
p_sw_frac = 0.244
power.internal_mw = 0.725
pwr-share-seq = 0.319
p_leak_nw = 0.139
switching_power_mw = 0.234
power_mw = 0.959
ir_worst_vdd_mv = 0.380

[synthesis]
synthDistinctLibCells = 6
ys.flops = 5
syn_inst = 13
ys_seq_frac = 0.656
area_leaders = "dfxtp_1 (66%), and2_1 (12%), nand2b_1 (8.2%)"
synth_area_sq_um = 153
ys_chip_area_sq_um = 153
yosysTopAreaCellShare = 0.656
ys_cells = 13
synth_warnings = 1
yosysTopAreaCell = "dfxtp_1"
syn_avg_cell_area_sq_um = 11.7

[critical_path]
worstPathCellList = "a222oi_1, nand2_1, buf_2"
crit_fanout = 1
cp_slowest_stage_delay_ps = 290
path_class = "register to primary output"
slowest_stage = "dfxtp_1"
crit_required_ps = 800
critPathLaunchType = "register"
endpoint_kind = "primary output"
arrival_ps = 1120

[floorplanning]
die_y_microns = 80
core-area_sq_um = 3420
dieWidth_microns = 80
pin_count = 12
num_rows = 21
fp_util = 0.0447
dieArea_sq_um = 6400

[grt]
grtUsageMet3 = 0.0386
grt_use_met2 = 0.0120
grt_usage = 0.0195
grt_overflow = 0
grtUsageMet1 = 0.0147
top_usage_layer = "met3"
antenna_found_initial = 0
grt_pass1_vias = 246
grt_max_degree = 4
grt_pass1_wl_microns = 883

[layout]
lay_top_count = "clkdlybuf4s50_1"
largestRegisters = "init (5)"
syn2layout_area_growth_pct = 146
final_util = 0.110
largest_reg_flops = 5
top_register = "init"
layout_top_cells = "clkdlybuf4s50_1 (10), clkbuf_4 (7), dfxtp_1 (5)"
drive_above_1_share = 0.242

[flow_run]
cap_violations = 0
warnings = 32

[cts]
cts_tree = "built"
post-cts-setup-buffer-count = 0
cts.clk_slew.worst_paths_ps = 40

[worst_hold_path]
hold_class = "clock port to register"
==> repair_timing <==
action                     4_1_cts  5_1_grt
resized                          3        0
hold buffers                     0        0
pin swaps                        2        0
hold endpoints to repair         0        0
setup endpoints to repair        1        1
==> worst paths after layout <==
kind	from	to	slack, ps	cells past startpoint
setup / recovery	init[0]$_SDFF_PN1_	Y	-320	3
hold / removal	wen	init[1]$_SDFF_PN1_	-7	3
==> critical path, delay by kind of cell (launching register included) <==
kind	cells	cell delay, ps
DFF	1	290
AOI/OAI and AO/OA	1	290
and+or+nand+nor	1	80
buffers and inverters	1	120
==> cell families (layout without fill, tap and decap cells) <==
logic type,after synthesis,in the layout,synth area share
AND-OR/OR-AND,2,2,0.115
flip-flops,5,5,0.656
buffers and inverters,0,20,0
AND/OR/NAND/NOR,6,6,0.229
==> per-stage QoR <==
step | setup WS, ps | instance area, sq um | setup TNS [ps] | instances
floorplan | 185 | 153 | 0 | 13
global placement | -617 | 320 | -617 | 70
detailed placement | -614 | 320 | -614 | 70
CTS | -337 | 375 | -337 | 79
global route | -359 | 375 | -359 | 79
finish | -321 | 375 | -321 | 79
==> synth_stat cells, drive strengths merged <==
cell,count
dfxtp,5
and2,3
nand2b,2
a222oi,1
a22oi,1
nand2,1
==> per-layer routing <==
layer  vias up  wire, microns
met5         -              0
met4         0              0
met3         0            190
met2        15            187
met1        59            224
li1         84              -
==> cell type report <==
cell class	count	area, sq um
Fill cell	400	3040
Timing Repair Buffer	11	105
Sequential cell	5	100
Tap cell	46	57.6
Clock buffer	8	56.3
Multi-Input combinational cell	8	52.6
Clock inverter	1	3.75
==> power groups by stage <==
stage / Combinational, mW / Sequential [mW] / Clock, mW
CTS: 0.0821 / 0.306 / 0.608
global route: 0.0882 / 0.313 / 0.643
finish: 0.0816 / 0.306 / 0.572
Power and IR drop assume default switching activity.
