[/design/flow/config.mk]
export PLATFORM = sky130hd
export DESIGN_NAME = andMux
export DESIGN_NICKNAME = andMux
export VERILOG_FILES = /design/flow/design.v
export SDC_FILE = /design/flow/constraint.sdc
export NUM_CORES = 4
export LEC_CHECK = 1
export CORE_AREA = 10 10 70 70
export DIE_AREA = 0 0 80 80
[/design/flow/constraint.sdc]
current_design andMux

set clk_period 1.0
set clk_io_pct 0.2

create_clock -name clk0 -period $clk_period [get_ports {wen}]

set non_clock_inputs [all_inputs -no_clocks]
set_input_delay [expr $clk_period * $clk_io_pct] -clock clk0 $non_clock_inputs
set_output_delay [expr $clk_period * $clk_io_pct] -clock clk0 [all_outputs]
[/design/flow/design.v]
module andMux(A, Y, sel, wen);
	parameter NUM_INPUTS = 5;
	parameter INIT = 3;
	reg [NUM_INPUTS - 1 : 0] init = INIT;
	reg [NUM_INPUTS - 1: 0] K;
	input wire [NUM_INPUTS - 1 : 0] A;
	input wire [NUM_INPUTS - 1 : 0] sel;
	input wire wen;
	output wire Y;
	always @(posedge wen) begin
		init <= wen ? sel : INIT;
	end
	genvar i;
	generate
		for (i = 0; i < NUM_INPUTS; i = i + 1) begin
			always @* begin
				K[i] = init[i] ? A[i] : 1'b1;
			end
		end
	endgenerate
	assign Y = &K;
endmodule
[/design/flow/run.sh]
#!/bin/bash
# OpenROAD 26Q1-2900-gdf79404cd8, Yosys 0.63+post, stock flow scripts
make -C /OpenROAD-flow-scripts/flow DESIGN_CONFIG=/design/flow/config.mk WORK_HOME=/design/flow/orfs finish
==> ci_impl_report.md <==
## Implementation flow summary

| Metric | Value |
|---|---|
| Seq share, synth | `54.8%` |
| CTS tree | `yes` |
| Max cap viols | `0` |
| Post-CTS setup buffer count | `0` |
| F_max | `803 MHz` |
| # Cells Yosys | `18` |
| Peak VDD IR | `0.000575 V` |
| Hold_buf cts | `0` |
| Gr usage total | `2.41%` |
| Fin Hold WS | `-19.7 ps` |
| Chip height | `80 um` |
| Largest net degree at the start of global routing | `4` |
| Required time worst endpoint | `800 ps` |
| Largest register by flop count | `init` |
| Wire per inst | `7.95 um` |
| Netlist Area Pre-Place | `183 sq um` |
| Die area | `6400 sq um` |
| Vias per cell | `2.26` |
| Ys flops | `5` |
| Critical path arrival | `1050 ps` |
| CP cell instances | `nor2b_4, nor3_2, buf_2` |
| IO buf count | `11` |
| Uppermost layer routed | `met4` |
| Metal-1 WL | `269 um` |
| Worst setup EP type | `primary output` |
| Met3 routed wirelength | `226 um` |
| Router iterations before antenna repair | `2` |
| Slew Limit Fails | `0` |
| Hold depth | `3` |
| ANT nets after route | `0` |
| Layout cells sized above 1 | `39.5%` |
| Log Warnings | `32` |
| GP Congestion | `0.760` |
| Status | `finished with violations` |
| Largest register FFs | `5` |
| Fraction of the cycle the final worst path needs | `125%` |
| Critical path class | `reg -> out` |
| Final tally of setup violations | `1` |
| Syn avg cell area | `10.1 sq um` |
| Number of global-route vias before repair | `270` |
| Area Overhead vs Synth | `129%` |
| Fin crit period | `1250 ps` |
| First-pass GRT wire length | `1050 um` |
| Yosys Chip Area | `183 sq um` |
| Die Wd | `80 um` |
| CP max stage cell | `dfxtp_1` |
| Pwr Total | `1.07 mW` |
| Core area | `3420 sq um` |
| Via count | `190` |
| Initial antenna violation count | `0` |
| Boundary pin count | `12` |
| Cell row count | `21` |
| Violated checks | `negative hold slack, negative setup slack` |
| Initial drt markers | `15` |
| Yosys cell types | `7` |
| Met2 WL post-DR | `158 um` |
| Hold Fails Final Rpt | `2` |
| Static leakage | `0.167 nW` |
| Fill cells | `397` |
| Syn. warnings | `1` |
| Hold/Removal Path Class | `clk -> reg` |
| Final WL | `668 um` |
| Worst Max-Slew Pin Slew | `136 ps` |
| Post-place setup slack | `-607 ps` |
| P per Cell Area | `2550 nW/um^2` |
| Biggest regs | `init (5)` |
| Max FO, Critical Path | `1` |
| Startpoint Class | `flip-flop` |
| Clock edge transition at the registers on the reported setup and hold paths | `50 ps` |
| CP peak stage delay | `300 ps` |
| Synth Instances | `18` |
| DRC viols | `0` |
| Total congestion overflow | `0` |
| ANT cells | `0` |
| Floorplan utilization | `5.35%` |
| Final Worst Setup Slack | `-245 ps` |
| Slew HR | `91.0%` |
| RSZ-0062 raised after global routing | `yes` |
==> worst max-delay path, delay by kind of cell, from the launching register on <==
family                 cells  cell delay, ps
and+or+nand+nor            2             270
buffers and inverters      1             120
DFF                        1             300
==> metal layers <==
layer / vias to the layer above / track usage [%]
met5: - / 0.833
met2: 18 / 2.17
met1: 74 / 1.80
met4: 0 / 1.06
li1: 95 / -
met3: 3 / 4.89
==> report_power, final <==
group	internal, mW	total (mW)	switching (mW)	leakage, nW
clock network	0.378	0.592	0.214	0.0475
logic	0.104	0.161	0.0570	0.0780
registers	0.288	0.314	0.0259	0.0415
total	0.770	1.07	0.297	0.167
==> synthesized netlist by cell type, drive strengths merged <==
cell type  count  share of area [%]
dfxtp          5                 55
inv            4                8.2
and2           3                 10
nand2b         2                6.8
o22ai          2                6.8
nor2b          1                7.5
nor3           1                5.5
==> metrics by stage <==
stage	std cells	hold WS [ps]	cell area, sq um	utilization [%]	TNS [ps]
6_report	84	-19.7	419	12.3	-245
5_1_grt	84	-19.7	419	12.3	-325
4_1_cts	84	-7.14	418	12.2	-275
3_5_place_dp	75	86.0	350	10.3	-607
3_3_place_gp	75	86.0	350	10.3	-586
2_1_floorplan	18	86.0	183	-	0
==> layout by cell type (no fill, tap or decap), types with 2 or more instances in the layout <==
cell type | synthesis | routed
inv_2 | 0 | 2
clkdlybuf4s50_1 | 0 | 10
inv_1 | 4 | 2
clkbuf_4 | 0 | 7
dfxtp_1 | 5 | 4
o22ai_2 | 0 | 2
and2_1 | 3 | 3
nand2b_1 | 2 | 2
==> worst paths after layout <==
path / start / end / slack (ps)
worst max-delay path: init[4] / Y / -250
worst min-delay path: wen / init[0] / -20
==> area by class of cell <==
type | instances | area (sq um) | share of cell area [%]
inverter | 4 | 15.0 | 3.58
sequential | 5 | 101 | 24.2
clock inverter | 1 | 3.75 | 0.896
multi-input combinational | 9 | 80.1 | 19.1
tap | 46 | 57.6 | 13.7
clock buffer | 8 | 56.3 | 13.4
timing repair buffer | 11 | 105 | 25.1
==> kinds of logic (layout without fill, tap and decap cells) <==
logic type / Yosys count / in the layout / synth area share (%)
buf+inv: 4 / 24 / 8.22
simple gates: 7 / 7 / 30.1
compound gates: 2 / 2 / 6.85
flops: 5 / 5 / 54.8
==> repair_timing <==
| item | CTS | global route |
|---|---|---|
| cloned | 0 | 0 |
| resized | 5 | 3 |
| hold endpoints to repair | 0 | 0 |
| pin swaps | 3 | 2 |
| endpoints found under the setup margin | 1 | 1 |
Power and IR drop assume default switching activity.
